## flow/design.v

```verilog
module alu
(
	input logic 	[31:0]	srcA,
	input logic 	[31:0]	srcB,
	input logic		[2:0]		alu_control,
	output logic				zero_flag,
	output logic	[31:0]	alu_result
);
always @(*) begin
	case(alu_control)
		3'b010 : alu_result = srcA + srcB;
		3'b110 : alu_result = srcA - srcB;
		3'b000 : alu_result = srcA & srcB;
		3'b001  : alu_result = srcA | srcB;
		3'b111 : alu_result = (srcA < srcB) ? 1 : 0;
		default:	alu_result = 0;
	endcase
end
assign zero_flag = (alu_result == 0); 
endmodule 
module control_unit (
	input logic	[5:0] 	opcode,
	input logic	[5:0]		funct,
	output logic 			mem_to_reg,
	output logic 			mem_write,
	output logic 			branch,
	output logic [2:0] 	alu_control,
	output logic 			alu_src,
	output logic 			reg_dst,
	output logic 			reg_write
);
logic [1:0] alu_op;
always @(*) begin
	case (opcode)
		6'b000000: begin reg_write = 1; reg_dst = 1; alu_src = 0; branch = 0; mem_write = 0; mem_to_reg = 0; alu_op = 2'b10; end
		6'b100011	 : begin reg_write = 1; reg_dst = 0; alu_src = 1; branch = 0; mem_write = 0; mem_to_reg = 1; alu_op = 2'b00; end
		6'b001000	 : begin reg_write = 1; reg_dst = 0; alu_src = 1; branch = 0; mem_write = 0; mem_to_reg = 0; alu_op = 2'b00; end
		6'b101011	 : begin reg_write = 0; reg_dst = 0; alu_src = 1; branch = 0; mem_write = 1; mem_to_reg = 0; alu_op = 2'b00; end
		6'b000100	 : begin reg_write = 0; reg_dst = 0; alu_src = 0; branch = 1; mem_write = 0; mem_to_reg = 0; alu_op = 2'b01; end
		default	 : begin reg_write = 0; reg_dst = 0; alu_src = 0; branch = 0; mem_write = 0; mem_to_reg = 0; alu_op = 2'b00; end
	endcase 
end
always @(*) begin
	casez ({alu_op,funct}) 
		{2'b00, 6'b??????}: alu_control = 3'b010;
		{2'b?1, 6'b??????}: alu_control = 3'b110;
		{2'b1?, 6'b100000} 	: alu_control = 3'b010;
		{2'b1?, 6'b100010} 	: alu_control = 3'b110;
		{2'b1?, 6'b100100} 	: alu_control = 3'b000;
		{2'b1?, 6'b100101 }  	: alu_control = 3'b001 ;
		{2'b1?, 6'b101010} 	: alu_control = 3'b111;
		default				: alu_control = 3'b010;
	endcase
end
endmodule
module data_memory
#(
	parameter DATA_MEM_SIZE = 64
)
(
	input logic 				clk,
	input logic 				rstn,
	input logic		[31:0]	addr,
	input logic					we,
	input logic		[31:0]	wd,
	output logic	[31:0]	rd
);
logic [31:0] data_mem [DATA_MEM_SIZE - 1 : 0];
always @(posedge clk, negedge rstn) begin
	if(~rstn) begin
		for(int i = 0; i < DATA_MEM_SIZE; i = i + 1) data_mem[i] <= 32'b0;
	end
	else begin
		if(we == 1) data_mem[addr] <= wd;
	end
end
assign rd = data_mem[addr]; 
endmodule 
module instruction_memory
#(
	parameter INSTR_MEM_SIZE = 64
)
(
	input 	logic [31:0] 	addr,
	output 	logic	[31:0] 	rd
);
logic [31:0] mem [INSTR_MEM_SIZE-1:0];  
assign rd = mem[addr];
endmodule 
module mips_cpu_1(
	input 	logic 			clk,	
	input 	logic 			RSTn,
	output 	logic	[31:0]	pc_debug,
	output 	logic	[31:0]	data_debug
);
logic mem2reg;
logic mem_write;
logic branch;
logic alu_src;
logic reg_dst;
logic reg_write;
logic [2:0] alu_control;
logic [31:0] mips_instruction;
logic [31:0] sign_imm;
logic [4:0] a3; 
logic [31:0] data_1;
logic [31:0] data_2;
logic [31:0] srcB;
logic [31:0] alu_result;
logic alu_zero;
logic [31:0] rd_mem;
logic [31:0] data_mem2rf;
logic [31:0] pc;
logic [31:0] pc_branch; 
logic [31:0] pc_next;
assign pc_debug = pc; 			 
assign data_debug = rd_mem;	 
assign srcB = (alu_src) ? sign_imm : data_2;
assign a3 = (reg_dst) ? mips_instruction[15:11] : mips_instruction[20:16];
assign data_mem2rf = (mem2reg) ? rd_mem : alu_result; 
assign pc_branch = pc + 1 + sign_imm;
assign pc_next = ~(branch & alu_zero) ? (pc + 1): pc_branch;
always @(posedge clk, negedge RSTn) begin
	if(~RSTn) pc <= 32'b0;
	else pc <= pc_next;
end  
instruction_memory #(.INSTR_MEM_SIZE(128)) i_instr_mem
(
	.addr	(pc					),
	.rd	(mips_instruction	)
);
register_file i_reg_file 
(
	.clk		(clk							),
	.rstn		(RSTn							),
	.a1		(mips_instruction[25:21]),		
	.a2		(mips_instruction[20:16]),		
	.a3		(a3							),
	.we3		(reg_write					),
	.wd3		(data_mem2rf 				),
	.rd1		(data_1						),
	.rd2		(data_2						)
);
sign_extend i_sign_extend
(
	.imm			(mips_instruction[15:0]	),
	.signImm		(sign_imm					)	
);
control_unit i_control_unit
(
	.opcode				(mips_instruction[31:26]),
	.funct				(mips_instruction[5:0]	),
	.mem_to_reg			(mem2reg						),
	.mem_write			(mem_write					),
	.branch				(branch						),
	.alu_control		(alu_control				),
	.alu_src				(alu_src						),
	.reg_dst				(reg_dst						),
	.reg_write			(reg_write					)
);
alu i_alu
(
	.srcA					(data_1						),
	.srcB					(srcB							),
	.alu_control		(alu_control				),
	.zero_flag			(alu_zero					),
	.alu_result			(alu_result					)
);
data_memory #(.DATA_MEM_SIZE(16)) i_data_mem
(
	.clk			(clk				),
	.rstn			(RSTn				),
	.addr			(alu_result		),
	.we			(mem_write		),
	.wd			(data_2			),
	.rd			(rd_mem			)
);
endmodule 
module register_file
(
	input logic 		clk,
	input logic 		rstn,
	input logic	[4:0]		a1,		 
	input logic	[4:0]		a2,		 
	input logic	[4:0]		a3,		 
	input logic 			we3,
	input logic	[31:0]	wd3,
	output logic [31:0]	rd1,
	output logic [31:0]	rd2
);
logic [31:0] mem_reg [31:0];
assign rd1 = (a1 != 0) ? mem_reg [a1] : 32'b0;
assign rd2 = (a2 != 0) ? mem_reg [a2] : 32'b0;
always @(posedge clk, negedge rstn) begin	
	if(~rstn) begin
		for(int i = 0; i < 32; i = i + 1) mem_reg[i] <= 32'b0;	
	end
	else begin
		if (we3) mem_reg[a3] <= wd3;			
	end
end
endmodule 
module sign_extend
(
	input 	logic [15:0] imm,
	output 	logic [31:0] signImm	
);
assign signImm = {{16{imm[15]}} , imm};
endmodule 
```

## flow/run.sh

```bash
#!/bin/bash
# OpenROAD 26Q1-2900-gdf79404cd8, Yosys 0.63+post, stock flow scripts
make -C /OpenROAD-flow-scripts/flow DESIGN_CONFIG=/design/flow/config.mk WORK_HOME=/design/flow/orfs finish
```

## flow/config.mk

```make
export PLATFORM = sky130hd
export DESIGN_NAME = mips_cpu_1
export DESIGN_NICKNAME = mips_cpu_1
export VERILOG_FILES = /design/flow/design.v
export SDC_FILE = /design/flow/constraint.sdc
export NUM_CORES = 4
export LEC_CHECK = 1
export CORE_AREA = 10 10 97 97
export DIE_AREA = 0 0 107 107
```

## flow/constraint.sdc

```tcl
current_design mips_cpu_1

set clk_period 4.5
set clk_io_pct 0.2

create_clock -name clk0 -period $clk_period [get_ports {clk}]

set non_clock_inputs [all_inputs -no_clocks]
set_input_delay [expr $clk_period * $clk_io_pct] -clock clk0 $non_clock_inputs
set_output_delay [expr $clk_period * $clk_io_pct] -clock clk0 [all_outputs]
```

==> flow_summary.ini <==
; physical design summary
[status]
status = completed

[hold_path]
hp-class = reg -> reg
min_to = pc[31]$_DFF_PN0_
hp-start = pc[31]$_DFF_PN0_
hold_depth = 1

[logic_synthesis]
synthXorXnorAreaFrac_pct = 15.8
syn_area_mm2 = 0.00167
synthMuxAreaShare_pct = 0
postSynthSeqShare_pct = 48.1
yosysCellCount = 152
ys_seq_elements = 32
synthesis.yosys.warnings = 7
ys_types = 18
ys_sh_aoi_pct = 0
top_cells_by_area = dfrtp_1 (48%), buf_4 (14%), xnor2_1 (13%), nand4_1 (4.5%), nand3_1 (3.3%)
adder_share_pct = 0.751
synthTopLogicFamily = simple AND/OR/NAND/NOR gates
yosysTopAreaCell = dfrtp_1
synth_cells = 152
ys_sh_simple_pct = 19.8
yosys-stat-area_mm2 = 0.00167
top_cell_area_share_pct = 48.1
synth.avg_cell_area_um2 = 11.0

[die]
initCoreUtil_pct = 22.8
die_area_mm2 = 0.0114
core_mm2 = 0.00729
ios = 66
die_x_um = 107
die_y_um = 107
rows = 31

[route]
n_antenna_cell = 0
firstDrtPassIters = 4
ant_nets = 0
vias_per_cell = 3.79
drt-wirelength-per-cell_um = 12.7
routed_wl_um = 3700
met3_length_um = 349
met2WireLength_um = 1630
vias = 1104
wl_met1_um = 1710
top_layer_used = met4
drtIter0Drc = 38
drc = 0

[global_route]
gr-total-overflow = 0
grt_pass1_wl_um = 6170
grt_max_degree = 33
grt_usage_pct = 6.51
grt_pass1_vias = 1187
antenna_found_initial = 0

[setup_path]
cp-end-kind = output pin
crit_type = reg -> out
cp-start-kind = flip-flop
critical_path_buf_inv_count = 1
timing.rr.end = pc[26]$_DFF_PN0_
crit_chain = clkdlybuf4s50_1
arrival_ps = 1280
worstPathMaxFanout = 6
r2r-start = pc[0]$_DFF_PN0_
cp_num_cells = 1
critPathTopFamily = buffers and inverters
ff2ff_path_depth = 5
crit_slowest_cell = clkdlybuf4s50_1
cpPeakStageDelay_ps = 530
crit_required_ps = 3600
rrSetupSlack_ps = 2750

[clocking]
postCtsResizedCells = 0
root_buffer = clkbuf_8
cts.clk_slew.worst_paths_ps = 70
worstSkewPairLatency_ps = 270
cts_setup_buffers = 0
cts_buffers = 5
clock_path_buffers = 2
cts_tree = built
htree_levels = 2
hold_buffers = 0
clock-sinks = 32

[final_layout]
syn2layout_area_growth_pct = 27.6
final_common_cell = clkdlybuf4s50_1
largestRegisters = pc x32
largest_reg_flops = 32
drive_gt1_share_pct = 7.29
final_layout_top_logic_cells = clkdlybuf4s50_1 (33), conb_1 (32), dfrtp_1 (32), xnor2_1 (24), nand4_1 (12)
top_register = pc
fillers = 792
final_area_mm2 = 0.00212

[job]
maxCapViolCount = 0
warnings = 25

[timing]
period_needed_ps = 2180
hold_violations = 0
setup_tns_ps = 0
period_used_pct = 48.4
drv_slew = 0
rsz0062_at_grt = false
fin_worst_skew_ps = 5.37
fmax_mhz = 459
setup_viol = 0

[placed_design]
dpl_cell_area_mm2 = 0.00200
io_buffers = 33
gp_congestion = 0.817
hpwl_um = 2850

[pwr]
seqPwrFrac_pct = 48.4
p_sw_uw = 109
switching_share_pct = 18.4
p_clk_share_pct = 50.1
p_int_uw = 484
p_comb_share_pct = 1.4
p_leak_uw = 0.000941
powerDensity_mw_per_mm2 = 279
vdd_drop_max_mv = 0.107
[layout make-up]
cell class	instances	area, um^2	share of cell area (%)
Clock buffer	7	96.3	4.53
Clock inverter	1	30.0	1.41
Inverter	3	11.3	0.530
Multi-Input combinational cell	115	724	34.1
Sequential cell	32	801	37.7
Tap cell	99	124	5.83
Timing Repair Buffer	34	338	15.9
[how the worst max path moves through the flow]
stage / start / endpoint
final: pc[12]$_DFF_PN0_ / pc_debug[12]
after global routing: pc[12]$_DFF_PN0_ / pc_debug[12]
after CTS: pc[12]$_DFF_PN0_ / pc_debug[12]
[per-stage QoR]
| step | instances | util (%) | hold WS (ps) | setup WS (ps) | total power (uW) |
|---|---|---|---|---|---|
| 6_report | 291 | 29.1 | 467 | 2320 | 594 |
| 5_1_grt | 291 | 29.1 | 509 | 2250 | 623 |
| 4_1_cts | 291 | 29.1 | 477 | 2290 | 605 |
| 3_5_place_dp | 283 | 27.4 | 467 | 2610 | 303 |
| 3_3_place_gp | 283 | 27.4 | 466 | 2620 | 303 |
| 2_1_floorplan | 183 | - | 424 | 2980 | 313 |
[cells in the mapped netlist]
library cell / n
buf_4: 32
dfrtp_1: 32
xnor2_1: 24
nand4_1: 12
nand3_1: 11
nand2_1: 9
xor2_1: 6
and3_1: 4
and4_1: 4
nor2_1: 4
inv_1: 3
nor3_1: 3
nand3_2: 2
nor4_4: 2
clkbuf_2: 1
conb_1: 1
ha_1: 1
nor4_2: 1
[cell families after synthesis]
| logic type | count (synthesis) |
|---|---|
| XOR/XNOR | 30 |
| other | 1 |
| flip-flops | 32 |
| adder cells (fa/ha/maj) | 1 |
| buffers and inverters | 36 |
| AND/OR/NAND/NOR | 52 |
[power by group through the flow]
stage / registers (uW) / logic [uW] / clock network [uW]
4_1_cts: 287 / 9.89 / 308
5_1_grt: 287 / 11.2 / 325
6_report: 288 / 8.34 / 298
[metal layers]
layer | vias to the layer above | track usage, %
met5 | - | 0
met4 | 0 | 0.677
met3 | 2 | 3.09
met2 | 45 | 9.48
met1 | 522 | 8.94
li1 | 535 | -
Power is estimated from default activity; no workload was simulated.
